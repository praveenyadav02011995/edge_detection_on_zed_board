File: flow/config.mk
export PLATFORM = sky130hd
export DESIGN_NAME = build
export DESIGN_NICKNAME = build
export VERILOG_FILES = /design/flow/design.v
export SDC_FILE = /design/flow/constraint.sdc
export NUM_CORES = 4
export LEC_CHECK = 1
export CORE_UTILIZATION = 50
File: flow/constraint.sdc
current_design build

set clk_period 12.3
set clk_io_pct 0.2

create_clock -name clk0 -period $clk_period [get_ports {clk}]

set non_clock_inputs [all_inputs -no_clocks]
set_input_delay [expr $clk_period * $clk_io_pct] -clock clk0 $non_clock_inputs
set_output_delay [expr $clk_period * $clk_io_pct] -clock clk0 [all_outputs]
File: flow/design.v
module build(rst,clk,sin,sout);
  parameter bitsize = 16, length=256;
  input rst,clk;
  input [bitsize-1:0] sin;
  output [bitsize-1:0] sout;
  wire [bitsize-1:0] w1,w2,w3,x1,x2,x3,y1,y2,y3,z1,z2,z3;
  wire [bitsize:0] sumx,sumy;
  wire [15:0] Sumx,Sumy,Sout;
  line_buff #(.bitsize(bitsize),.length(length)) l1(.rst(rst),.clk(clk),.sin(sin),.sout(w1),.x1(x1),.x2(x2),.x3(x3));
  line_buff #(.bitsize(bitsize),.length(length)) l2(.rst(rst),.clk(clk),.sin(w1),.sout(w2),.x1(y1),.x2(y2),.x3(y3));
  line_buff #(.bitsize(bitsize),.length(length)) l3(.rst(rst),.clk(clk),.sin(w2),.sout(w3),.x1(z1),.x2(z2),.x3(z3));
  kernel #(.bitsize(bitsize)) kx(x1,y1,z1,x2,y2,z2,x3,y3,z3,sumx);
  kernel #(.bitsize(bitsize)) ky(x1,x2,x3,y1,y2,y3,z1,z2,z3,sumy);
  assign Sumx={sumx[bitsize],1'b0,sumx[bitsize-1:0],6'd0};
  assign Sumy={sumy[bitsize],1'b0,sumy[bitsize-1:0],6'd0};
  CORDIC_VEC #(.bitsize(16)) grad(clk,Sumx,Sumy,Sout);
  assign sout = Sout[13:6];
  endmodule
module kernel(x1,y1,z1,x2,y2,z2,x3,y3,z3,sum);
  parameter bitsize = 8;
  input [bitsize-1:0] x1,y1,z1,x2,y2,z2,x3,y3,z3;
  output wire [bitsize:0] sum;
  wire signed [bitsize:0] Sum;
  assign Sum = x1+x2+x2+x3-z1-z2-z2-z3;
  assign sum = Sum[bitsize] ? -Sum : Sum;
endmodule
module CORDIC_VEC(clk,x_in,y_in,r);
  parameter bitsize = 16;
  input [bitsize-1:0] x_in,y_in;
  input clk;
  reg [bitsize-1:0] theta_out;
  output [bitsize-1:0] r;
  wire [2*bitsize-1:0] rbuff;
  genvar k;
  generate
    for(k = 0; k < bitsize; k = k + 1)
    begin : w
      wire [bitsize-1:0] m,n,p,deltheta;
    end
  endgenerate
  genvar i;
  generate
    for(i = 0; i<bitsize;i=i+1)
    begin : PIPES 
      if(i==0)
        PIP_BLOC #(.bitsize(bitsize),.i(i))BLOC(.clk(clk),.theta_in(16'h0000),.x_in(x_in),.y_in(y_in),.theta_out(w[i].p),.x_out(w[i].m),.y_out(w[i].n),.deltheta(w[i].deltheta));
      else if(i==15)
        PIP_BLOC #(.bitsize(bitsize),.i(i))BLOC(.clk(clk),.theta_in(w[i-1].p),.x_in(w[i-1].m),.y_in(w[i-1].n),.theta_out(w[i].p),.x_out(w[i].m),.y_out(w[i].n),.deltheta(w[i].deltheta));
      else  
      PIP_BLOC #(.bitsize(bitsize),.i(i))BLOC(.clk(clk),.theta_in(w[i-1].p),.x_in(w[i-1].m),.y_in(w[i-1].n),.theta_out(w[i].p),.x_out(w[i].m),.y_out(w[i].n),.deltheta(w[i].deltheta));
    end
  endgenerate
    always @ (posedge clk)
    begin
      theta_out <= w[15].p;
    end
    assign w[0].deltheta = 16'b0011001001000100;
    assign w[1].deltheta = 16'b0001110110101100;
    assign w[2].deltheta = 16'b0000111110101110;
    assign w[3].deltheta = 16'b0000011111110101;
    assign w[4].deltheta = 16'b0000001111111111;
    assign w[5].deltheta = 16'b0000001000000000;
    assign w[6].deltheta = 16'b0000000100000000;
    assign w[7].deltheta = 16'b0000000010000000;
    assign w[8].deltheta = 16'b0000000001000000;
    assign w[9].deltheta = 16'b0000000000100000;
    assign w[10].deltheta = 16'b0000000000010000;
    assign w[11].deltheta = 16'b0000000000001000;
    assign w[12].deltheta = 16'b0000000000000100;
    assign w[13].deltheta = 16'b0000000000000010;
    assign w[14].deltheta = 16'b0000000000000001;
    assign w[15].deltheta = 16'b0000000000000000;
    assign r = rbuff[2*bitsize-3:2*bitsize-18];
    assign rbuff = (w[15].m*16'h26dd);
endmodule
module PIP_BLOC(clk,theta_in,x_in,y_in,theta_out,x_out,y_out,deltheta);
  parameter i = 0;
  parameter bitsize = 16;
  input clk;
  input [bitsize-1:0] theta_in,x_in,y_in,deltheta;
  output reg [bitsize-1:0] theta_out,x_out,y_out;
  reg [bitsize-1:0] theta,x,y;
  wire [bitsize-1:0] x_shift,y_shift;
  assign y_sign = y[bitsize-1];
  shifter #(.i(i),.bitsize(bitsize)) s1(x,x_shift);
  shifter #(.i(i),.bitsize(bitsize)) s2(y,y_shift);
  always @ (posedge clk)
  begin
    x <= x_in;
    y <= y_in;
    theta <= theta_in;
  end
  always @ (*)
  begin
    if(~y_sign)
      x_out <= x + y_shift;
    else
      x_out <= x - y_shift;
  end
  always @ (*)
  begin
    if(~y_sign)
      y_out <= y - x_shift;
    else
      y_out <= y + x_shift;
  end
  always @ (*)
  begin
    if(~y_sign)
      theta_out <= theta + deltheta;
    else
      theta_out <= theta - deltheta;
  end
endmodule
module shifter(In,Out);
  parameter i=0;
  parameter bitsize=8;
  input [bitsize-1:0] In;
  output reg [bitsize-1:0] Out;
  integer k,j=i;
  always@(*)
  begin
    for(k=0;k<bitsize;k=k+1)
    begin
      if(k+j>bitsize-1)
        Out[k] = In[bitsize-1];
      else
        Out[k] = In[k+j];
    end
  end
endmodule
module line_buff(rst,clk,sin,sout,x1,x2,x3);
  parameter bitsize = 8,length=480;
  input rst, clk;
  input [bitsize-1:0] sin;
  output [bitsize-1:0] sout;
  output [bitsize-1:0] x1,x2,x3;
  genvar k,i;
  generate
    for(k=0;k<length;k=k+1)
    begin : buff
      reg [bitsize-1:0] b;
    end
  endgenerate
  generate
    for(i=0;i<length-1;i=i+1)
    begin
    always @(posedge clk)
      begin
        buff[i+1].b <= rst?'b0:buff[i].b;
      end
    end
  endgenerate
  always @(posedge clk)
      begin
        buff[0].b <= rst?'b0:sin;
      end
  assign sout = buff[length-1].b;
  assign x1 = buff[0].b;
  assign x2 = buff[1].b;
  assign x3 = buff[2].b;
endmodule
File: flow/run.sh
#!/bin/bash
# OpenROAD 26Q1-2900-gdf79404cd8, Yosys 0.63+post, stock flow scripts
make -C /OpenROAD-flow-scripts/flow DESIGN_CONFIG=/design/flow/config.mk WORK_HOME=/design/flow/orfs finish
==> job_summary.md <==
### Metrics collected by this job

| Metric | Value |
|---|---|
| Prevailing logic family in the synthesized netlist | `simple AND/OR/NAND/NOR gates` |
| HP Class | `reg2reg` |
| Actual transition at the worst max-transition pin | `0.898 ns` |
| Final-report setup violation count | `0` |
| Global-route wire length before repair | `632,000 um` |
| Reg2Reg Capture Point | `grad.PIPES[0].genblk1.BLOC.y[7]$_DFF_P_` |
| Max Fclk | `85.4 MHz` |
| Hold_ws | `0.350 ns` |
| Initial detailed-routing violation count | `5,979` |
| Count of maximum capacitance violations | `0` |
| Number of antenna violations at the first check in global routing | `9` |
| Final instance area | `297,000 um2` |
| Startpoint of the worst setup timing path | `grad.PIPES[15].genblk1.genblk1.BLOC.y[15]$_DFF_P_` |
| Number of iterations in the first detailed-routing pass | `5` |
| Pre-placement core utilization | `0.503` |
| Fa+ha+maj area frac | `0.0508` |
| Clock Tree Buf Depth | `4` |
| Number of fill cells in the layout | `42,400` |
| Max-slew headroom | `0.400` |
| Cell type with the largest total area | `sky130_fd_sc_hd__dfxtp_1` |
| Remaining global-route overflow | `0` |
| Total die area | `528,000 um2` |
| Number of I/O pins | `34` |
| Root cell of the clock tree | `sky130_fd_sc_hd__clkbuf_16` |
| Proportion of netlist area held by the largest area contributor | `0.663` |
| Reg2reg start | `l1.buff[0].b[3]$_SDFF_PP0_` |
| Max-slew violation total from the final report | `0` |
| TritonCTS clock tree | `yes` |
| Clock latency reported for the late side of the worst-skew pair | `1.10 ns` |
| Depth of the worst register-to-register path | `14` |
| Most area-consuming cells after synthesis | `sky130_fd_sc_hd__dfxtp_1 66%, sky130_fd_sc_hd__nor2b_1 20%, sky130_fd_sc_hd__ha_1 3.3%, sky130_fd_sc_hd__fa_1 1.8%, sky130_fd_sc_hd__clkbuf_1 1.4%` |
| Final weighted congestion of routability-driven global placement | `0.842` |
| Pre-CTS setup slack | `0.904 ns` |
| Placed cell count | `28,300` |
| Ys cells | `22,200` |
| Slowest Stage Delay on Critical Path | `0.55 ns` |
| Std-Cell Core Area | `522,000 um2` |
| Placed wire-length estimate | `206,000 um` |
| Number of enable flip-flop cells | `0` |
| Post-Synth XOR/XNOR Area | `0.0192` |
| Number of instances in the synthesized netlist | `22,200` |
| Mapped Area | `262,000 um2` |
| Fraction of final layout cells with drive strength greater than 1 | `0.0671` |
| Chip width | `726 um` |
| Maximum number of pins on one net before global-route repair | `184` |
| Register area share after synthesis | `0.663` |
| Yosys simple share | `0.218` |
| Count of synthesis-stage warnings from yosys | `50` |
| Die outline height | `726 um` |
| # DRC | `0` |
| Final Non-Filler Cells | `29,800` |
| Average instance area after synthesis | `11.8 um2` |
| Input/output buffers | `25` |
| Final setup TNS | `0 ns` |
| Hold-fix buffers, CTS | `0` |
| Fraction of synthesis flops using an asynchronous set or reset pin | `0` |
| End point of the critical path | `sout[5]` |
| H-tree level count | `6` |
| Setup repair after global routing missed its margin | `false` |
| Type of the worst setup path | `reg2out` |
| Number of buffers inserted during clock tree synthesis | `821` |
| Status | `finished, final reports clean` |
| Fraction of synthesized area in multiplexers | `0.00198` |
| Share of the core filled with cells | `0.569` |
| Compound-cell area share of the yosys netlist | `0.0249` |
| CTS sink count | `8,693` |
| Total global-route track usage | `0.148` |
| Clk pin slew, worst setup/hold paths | `0.06 ns` |
| Final period utilization | `0.952` |
| Post-synth regs | `8,693` |
| Per-cell routed wire length | `12.4 um` |
| Critical Path RT | `9.84 ns` |
| Final setup slack of the worst path | `0.594 ns` |
| Cell types with the highest counts after synthesis | `8,693 x sky130_fd_sc_hd__dfxtp_1, 8,189 x sky130_fd_sc_hd__nor2b_1, 954 x sky130_fd_sc_hd__clkbuf_1` |
| Final tally of hold violations | `0` |
| Worst setup skew after layout | `0.102 ns` |
| Number of vias per cell | `4.36` |
| Post-DRT Antenna Nets | `0` |
| Critical Path Most Common Cell | `sky130_fd_sc_hd__inv_1` |
| Final wirelength | `371,000 um` |
| Final Critical Period | `11.71 ns` |
| Data arrival time of the critical path | `9.25 ns` |
| Total cell area reported by yosys after synthesis | `262,000 um2` |
| Library cell contributing the largest single delay on the critical path | `sky130_fd_sc_hd__fa_1` |
| Kind of capture point of the worst setup path | `output port` |
| Via count of the first global-routing pass | `125,000` |
| Standard cell area after detailed placement | `269,000 um2` |
| Layout area overhead | `13.2%` |
| Number of distinct library cell variants in the gate-level netlist after synthesis | `80` |
| Startpoint type of the worst setup path | `register` |
| Number of rows created at floorplan | `265` |
| Register-to-Register Setup Slack | `7.31 ns` |
| Via count | `130,000` |
| Dominant flop cell | `sky130_fd_sc_hd__dfxtp_1` |
| Library cell with the highest instance count after synthesis | `sky130_fd_sc_hd__dfxtp_1` |
| OpenROAD warning count | `145` |
| Highest fanout seen on the critical path | `4` |
[cell usage in the layout, fill, tap and decap left out, types with 34 or more instances in the layout]
master / count
sky130_fd_sc_hd__a211oi_1: 36
sky130_fd_sc_hd__a21o_1: 107
sky130_fd_sc_hd__a21oi_1: 366
sky130_fd_sc_hd__a31oi_1: 34
sky130_fd_sc_hd__and2_1: 37
sky130_fd_sc_hd__and3_1: 43
sky130_fd_sc_hd__buf_4: 104
sky130_fd_sc_hd__bufinv_16: 47
sky130_fd_sc_hd__clkbuf_1: 181
sky130_fd_sc_hd__clkbuf_16: 825
sky130_fd_sc_hd__clkbuf_8: 236
sky130_fd_sc_hd__clkinv_2: 133
sky130_fd_sc_hd__dfxtp_1: 8693
sky130_fd_sc_hd__fa_1: 239
sky130_fd_sc_hd__ha_1: 684
sky130_fd_sc_hd__inv_1: 585
sky130_fd_sc_hd__nand2_1: 196
sky130_fd_sc_hd__nand2b_1: 72
sky130_fd_sc_hd__nand3_1: 58
sky130_fd_sc_hd__nor2_1: 426
sky130_fd_sc_hd__nor2b_1: 8189
sky130_fd_sc_hd__nor3_1: 130
sky130_fd_sc_hd__nor4_1: 52
sky130_fd_sc_hd__o21a_1: 70
sky130_fd_sc_hd__o21ai_0: 199
sky130_fd_sc_hd__o21bai_1: 43
sky130_fd_sc_hd__or2_2: 38
sky130_fd_sc_hd__or4_1: 45
sky130_fd_sc_hd__xnor2_1: 369
sky130_fd_sc_hd__xor2_1: 200
[cell families (layout without fill, tap and decap cells)]
logic type      Yosys count  in the layout
xor+xnor                572            572
other cells               1             15
buf+inv                1560           2234
flops                  8693           8693
mux                      49             49
compound gates         1036           1036
fa+ha+maj               923            923
simple gates           9381           9381
[registers in the layout (all words and copies together), names as in the netlist]
register	cells
l1.buff.b	4096
grad.PIPES.genblk1.genblk1.BLOC.y	209
grad.PIPES.genblk1.genblk1.BLOC.x	224
l2.buff.b	4096
l3.buff.b	48
grad.PIPES.genblk1.BLOC.y	10
grad.PIPES.genblk1.BLOC.x	10
[what timing repair did]
item	in CTS	in global routing
pin swaps	0	0
buffers inserted	0	1
gates resized	1	2
setup endpoints to repair	3	3
[area by class of cell]
cell class,count,area [um2],area share
well taps,6942,8690,0.0292
inverters,586,2200,0.00742
diodes,7,17.5,0.0000590
multi-input cells,12000,82600,0.278
clock buffers,1242,24600,0.0827
repair buffers,149,1450,0.00488
clock inverters,257,3460,0.0116
flip-flops and latches,8693,174000,0.586
[worst min-delay path by stage]
stage	from	to	slack [ns]	cells after the start
after CTS	l2.buff[55].b[4]$_SDFF_PP0_	l2.buff[56].b[4]$_SDFF_PP0_	0.34	1
after global routing	l2.buff[88].b[9]$_SDFF_PP0_	l2.buff[89].b[9]$_SDFF_PP0_	0.36	1
final	l2.buff[55].b[4]$_SDFF_PP0_	l2.buff[56].b[4]$_SDFF_PP0_	0.35	1
[critical path, delay by kind of cell, from the launching register on]
kind	cells	cell delay [ns]
AOI/OAI and AO/OA	10	2.33
xor gates and xnor gates	1	0.19
adders and majority gates	9	3.84
buffers and inverters	8	0.94
DFF	1	0.41
and+or+nand+nor	2	0.51
[routing by layer]
layer	track usage	vias up	wire (um)
li1	-	68900	-
met1	0.262	59300	199000
met2	0.200	1255	149000
met3	0.0236	831	12600
met4	0.0406	2	11000
met5	0	-	13
